[flow/config.mk]
export PLATFORM = sky130hd
export DESIGN_NAME = error_handling
export DESIGN_NICKNAME = error_handling
export VERILOG_FILES = /design/flow/design.v
export SDC_FILE = /design/flow/constraint.sdc
export NUM_CORES = 4
export LEC_CHECK = 1
export CORE_UTILIZATION = 30
[flow/constraint.sdc]
current_design error_handling

set clk_period 2.7
set clk_io_pct 0.2

create_clock -name clk0 -period $clk_period [get_ports {clk}]

set non_clock_inputs [all_inputs -no_clocks]
set_input_delay [expr $clk_period * $clk_io_pct] -clock clk0 $non_clock_inputs
set_output_delay [expr $clk_period * $clk_io_pct] -clock clk0 [all_outputs]
[flow/design.v]
module error_handling (
    input        clk,
    input        rst,
    input        bit_error,
    input        form_error,
    input        ack_error,
    input        error_frame_sent,
    input        tx_mode,
    input        rx_error_flag,
    input        tx_error_flag,
    output reg   error_frame_req,
    output reg   error_passive,
    output reg   bus_off
);
reg error_latched;
reg [8:0] tec;
reg [7:0] rec;
always @(posedge clk or posedge rst) begin
    if (rst) begin
        error_frame_req <= 0;
        error_latched <= 0;
        tec <= 0;
        rec <= 0;
        error_passive <= 0;
        bus_off <= 0;
    end else begin
        if (bit_error || form_error || ack_error)
            error_latched <= 1;
        else if (error_frame_sent)
            error_latched <= 0;
        error_frame_req <= error_latched;
        if (tx_error_flag) begin
            if (tec < 255)
                tec <= tec + 8'd8;
        end else if (tx_mode && !bit_error && !form_error && !ack_error) begin
            if (tec > 0)
                tec <= tec - 1;
        end
        if (rx_error_flag) begin
            if (rec < 127)
                rec <= rec + 1;
        end else if (!tx_mode && !bit_error && !form_error && !ack_error) begin
            if (rec > 0)
                rec <= rec - 1;
        end
        error_passive <= (tec >= 128 || rec >= 128);
        bus_off <= (tec >= 256);
    end
end
endmodule
[flow/run.sh]
#!/bin/bash
# OpenROAD 26Q1-2900-gdf79404cd8, Yosys 0.63+post, stock flow scripts
make -C /OpenROAD-flow-scripts/flow DESIGN_CONFIG=/design/flow/config.mk WORK_HOME=/design/flow/orfs finish
==> metrics.yaml <==
run_status:
  outcome: "complete, no violations"
cells_and_area:
  fin_area_sq_um: 1550
  area_growth_pct: 15.3
  drive_above_1_share_pct: 12.5
route:
  vias: 973
  drcViolationCount: 0
  drt_pass1_iterations: 4
  drt_iter0_drc: 53
  antenna_cells: 0
  via_per_inst: 5.02
  drt-total-wl_microns: 2270
  wl_per_cell_microns: 11.7
  antenna_left: 0
worst_setup_path:
  worstRegToRegCells: 7
  cp_num_buf_inv: 2
  crit_slowest_cell: "clkdlybuf4s50_1"
  crit_path_max_incr_delay_ps: 500
  start_kind: "input pin"
  cp_max_fo: 7
  crit_path_end_kind: "flop"
  required_ps: 2900
  crit_chain: "clkdlybuf4s50_1 > inv_1 > ha_1 > a211oi_1 > nor3_1 > a211oi_1 > mux2i_1 > o21a_1"
  crit_arrival_ps: 2650
  critPathKind: "input pin to flop"
  cp_top_family: "AND-OR/OR-AND gates"
  reg2reg_from: "tec[0]$_DFFE_PP0P_"
  r2r-end: "tec[8]$_DFFE_PP0P_"
  path_common_cell: "a211oi_1"
  r2r_slack_ps: 770
logic_synthesis:
  synth.most_common_cell: "dfrtp_1"
  synth_seq_share_pct: 39.1
  ys_types: 35
  ys_area_sq_um: 1350
  async_flop_share_pct: 100
  edf_count: 0
  ys_warn_count: 1
  syn_avg_cell_area_sq_um: 10.2
  topCellsByArea: "dfrtp_1 (39%), ha_1 (10%), xnor2_1 (5.2%)"
  top_area_share_pct: 39.1
  yosysTopAreaCell: "dfrtp_1"
  synth_area_sq_um: 1350
  synthTopCellsByCount: "dfrtp_1 (21), ha_1 (11), inv_1 (9), xnor2_1 (8)"
  ys.flop_type: "dfrtp_1"
  ys_seq_elements: 21
  syn_inst: 132
  ys_cells: 132
global_routing:
  grt_max_degree: 22
  grt_pass1_vias: 947
  globalRouteMet1Util_pct: 16.3
  gr-total-overflow: 0
  antenna_found_initial: 0
  met2_usage_pct: 18.8
  top_usage_layer: "met2"
  grt_pass1_wl_microns: 4080
  grt_usage_pct: 11.5
  grtUsageMet3_pct: 2.67
job:
  log.warning_count: 28
  maxCapViolCount: 0
cts:
  cts_buffer_depth: 2
  cts_tree: "built"
  cts-hold-fix-buffers: 0
  cts.sinks: 21
  cts_setup_buffers: 0
  ctsResizeCount: 0
  cts-root-buf: "clkbuf_8"
  numCtsBuffers: 3
  clkTransAtPathRegs_ps: 80
  h-tree-depth: 1
  clk_latency_ps: 260
die:
  ioPinCount: 12
  fp_util_pct: 32.5
  num_rows: 23
  die_h_microns: 69.0
  die_width_microns: 69.0
  core_sq_um: 4140
  dieArea_sq_um: 4760
sta:
  max_freq_mhz: 407
  finalCriticalPeriod_ps: 2460
  hold_viol_final: 0
  setup_tns_ps: 0
  setup_ws_ps: 244
  setup_viol: 0
  rsz0062_at_grt: "no"
  slew_violations: 0
  skew_ps: 3.22
  slew_headroom_pct: 47.9
  period_used_pct: 91.0
  worst-slew-pin-transition_ps: 780
power:
  p_leak_nw: 0.642
  vdd_drop_max_v: 0.000431
  p_per_area_nw_per_um2: 991
placement:
  place_area_sq_um: 1510
  port_buffers: 11
  routabilityCongestion: 0.878
  place_hpwl_microns: 1710
  post-place-ws_ps: -10.4
min_path:
  min_path_cells: 0
  worstHoldEndpoint: "error_frame_req$_DFF_PP0_"
  hp-start: "error_latched$_DFFE_PP0P_"
  hold_class: "flop to flop"
per-layer routing:
layer,vias up,part of all wire (%)
met2,9,46
li1,498,-
met4,0,0.40
met1,464,50
met3,2,2.8
met5,-,0
state kept, by name, summed over array words and instances (netlist names):
name             cells
bus_off              1
error_frame_req      1
error_latched        1
error_passive        1
rec                  8
tec                  9
worst max-delay path by stage:
stage,start,endpoint,cells past startpoint
after global routing,rx_error_flag,rec[7]$_DFFE_PP0P_,8
after CTS,rx_error_flag,rec[7]$_DFFE_PP0P_,8
final,rx_error_flag,rec[7]$_DFFE_PP0P_,8
power by group:
part           switching [W]  internal, W
Sequential          0.000185     0.000452
Combinational       0.000320     0.000376
Clock              0.0000996     0.000105
Total               0.000605     0.000933
logic make-up (layout without fill, tap and decap cells):
family	count (synthesis)	count (layout)	synth area share [%]
flops	21	21	39.1
simple gates	41	41	18.5
compound gates	25	25	12.6
mux	7	7	5.77
fa+ha+maj	12	12	11.7
xor+xnor	13	13	8.47
buf+inv	13	25	3.91
cell usage in the layout (no fill, tap or decap), types with 2 or more instances in the layout:
cell type,netlist,routed
nor3_1,7,7
mux2_2,6,6
ha_1,11,11
xnor2_1,8,8
a21o_1,4,4
nor2_1,4,4
xor2_1,5,5
nor4_1,3,3
dfrtp_1,21,21
o21bai_1,2,2
nand3_1,5,5
nand4_1,4,4
inv_1,9,9
nor2b_1,3,3
o21ai_0,5,5
a21oi_1,7,7
clkbuf_8,0,3
clkdlybuf4s50_1,0,11
nand2_1,7,7
a211oi_1,2,2
metrics by stage:
stage / hold WS (ps) / total power [W] / instances / util (%)
3_5_place_dp: 377 / 0.00133 / 190 / 36.4
4_1_cts: 388 / 0.00155 / 194 / 37.4
5_1_grt: 411 / 0.00169 / 194 / 37.4
2_1_floorplan: 354 / 0.00117 / 132 / -
6_report: 381 / 0.00154 / 194 / 37.4
3_3_place_gp: 364 / 0.00132 / 190 / 36.4
cell type report:
class                           instances  area (sq um)
Inverter                                9          33.8
Fill cell                             405          2590
Sequential cell                        21           526
Tap cell                               50          62.6
Timing Repair Buffer                   12           118
Clock buffer                            4          45.0
Multi-Input combinational cell         98           767
Power figures rest on the tool's default switching activity, not on a simulated workload.
