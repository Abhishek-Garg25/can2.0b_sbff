==> run.sh <==
#!/bin/bash
# OpenROAD 26Q1-2900-gdf79404cd8, Yosys 0.63+post, stock flow scripts
make -C /OpenROAD-flow-scripts/flow DESIGN_CONFIG=/design/flow/config.mk WORK_HOME=/design/flow/orfs finish
==> config.mk <==
export PLATFORM = sky130hd
export DESIGN_NAME = can_tx
export DESIGN_NICKNAME = can_tx
export VERILOG_FILES = /design/flow/design.v
export SDC_FILE = /design/flow/constraint.sdc
export NUM_CORES = 4
export LEC_CHECK = 1
export CORE_UTILIZATION = 40
==> constraint.sdc <==
current_design can_tx

set clk_period 6.1
set clk_io_pct 0.2

create_clock -name clk0 -period $clk_period [get_ports {clk}]

set non_clock_inputs [all_inputs -no_clocks]
set_input_delay [expr $clk_period * $clk_io_pct] -clock clk0 $non_clock_inputs
set_output_delay [expr $clk_period * $clk_io_pct] -clock clk0 [all_outputs]
==> design.v <==
module bit_stuffing (
    input        clk,
    input        rst,
    input        data_in,
    input reg    data_valid,
    input        bit_start,
    output reg   data_out,
    output reg   data_out_valid,
    output reg   stuffing_busy
);
    reg [2:0] cnt;
    reg last_bit;
    reg fsm_initialized;
    reg stuffing;
    reg buffer_valid;
    reg buffer_bit;
    always @(posedge clk or posedge rst) begin
        if (rst) begin
            cnt             <= 3'd0;
            last_bit        <= 1'b0;
            data_out        <= 1'b0;
            data_out_valid  <= 1'b0;
            stuffing_busy   <= 1'b0;
            fsm_initialized <= 1'b0;
            stuffing        <= 1'b0;
            buffer_valid    <= 1'b0;
            buffer_bit      <= 1'b0;
        end else if (bit_start) begin
            data_out_valid <= 1'b0;
            if (stuffing) begin
                data_out       <= ~last_bit;
                buffer_bit     <= data_in;
                data_out_valid <= 1'b1;
                stuffing       <= 1'b0;
                stuffing_busy  <= 1'b0;
                buffer_valid   <= 1'b1;   
            end else if (buffer_valid) begin
                data_out       <= buffer_bit;
                data_out_valid <= 1'b1;
                last_bit       <= buffer_bit;
                buffer_valid   <= 1'b0;
                cnt            <= 3'd1;   
            end else if (!fsm_initialized && data_valid) begin
                data_out        <= data_in;
                data_out_valid  <= 1'b1;
                last_bit        <= data_in;
                cnt             <= 3'd1;
                fsm_initialized <= 1'b1;
            end else if (data_valid) begin
                if (data_in == last_bit) begin
                    if (cnt == 3'd4) begin
                        stuffing       <= 1'b1;
                        stuffing_busy  <= 1'b1;
                        data_out       <= data_in;
                        last_bit       <= data_in; 
                    end else if(cnt <= 3'd4) begin
                        cnt            <= cnt + 1;
                        data_out       <= data_in;
                        data_out_valid <= 1'b1;
                        last_bit       <= data_in;
                    end
                end else begin
                    cnt            <= 3'd1;
                    data_out       <= data_in;
                    data_out_valid <= 1'b1;
                    last_bit       <= data_in;
                end
            end
        end
    end
endmodule
module can_tx (
    input        clk,
    input        rst,
    input        tx_start,
    input  [10:0] id,
    input        ide,
    input        rtr,
    input  [3:0] dlc,
    input  [63:0] data,
    input        ack_received,
    input       rx,
    input        bit_start,
    input         sample_point,
    input   reg     error_frame_req,
    output  reg     error_frame_sent,
    output reg      bit_error,
    output reg      form_error,
    output reg      ack_error,
    input wire   abort,                
    output reg   tx_bit,
    output reg   tx_done,
    output reg   busy,
    output reg arbitration_lost
);
typedef enum logic [4:0] {
    IDLE, SOF, ARBITRATION, ARBITRATION_EXT, CONTROL, DATA,
    CRC, CRC_DELIM, ACK_SLOT, ACK_DELIM,
    EOF, INTERMISSION, ERROR_FRAME
} can_tx_state_t;
can_tx_state_t state, next_state;
reg [5:0] bit_cnt;
reg current_bit;
reg is_extended;
reg data_len;
reg [2:0] eof_cnt;
reg [1:0] ifs_cnt;
reg prev_tx_bit;
reg rx_sampled;
reg retry_pending;               
reg [1:0] intermission_cnt;      
reg raw_bit;
reg raw_bit_valid;
reg latched_raw_bit;
reg latched_valid;
wire stuffed_bit;
wire stuffed_bit_valid;
wire stuffing_busy;
wire [14:0] crc_out;
reg crc_rst;
reg crc_enable;
bit_stuffing bit_stuffing_inst (
    .clk(clk), .rst(rst),
    .data_in(raw_bit), .data_valid(raw_bit_valid), .bit_start(bit_start),
    .data_out(stuffed_bit), .data_out_valid(stuffed_bit_valid),.stuffing_busy(stuffing_busy)
);
crc15 crc_inst (
    .clk(clk), .rst(rst),
    .data_in(raw_bit), .data_valid(raw_bit_valid && crc_enable),
    .crc_out(crc_out)
);
reg tx_started;
    always @(posedge clk or posedge rst)
        if (rst)
            rx_sampled <= 1'b1;
        else if (sample_point)
            rx_sampled <= rx;
always @(posedge clk or posedge rst) begin
    if (rst) begin
        tx_started <= 0;
        busy <= 0;
    end else if (tx_start && state == IDLE) begin
        tx_started <= 1;   
        busy <= 1;
    end else if (state == EOF && eof_cnt == 6) begin
        tx_started <= 0;   
        busy <= 0;
    end
end
always @(posedge clk or posedge rst) begin
    if (rst)
        crc_enable <= 0;
    else case (state)
        SOF, ARBITRATION, ARBITRATION_EXT, CONTROL, DATA:
            crc_enable <= 1;
        default:
            crc_enable <= 0;
    endcase
end
always @(posedge clk or posedge rst) begin
    if (rst) begin
        latched_raw_bit <= 1;
        latched_valid <= 0;
    end else if (bit_start && raw_bit_valid) begin
        latched_raw_bit <= raw_bit;
        latched_valid <= 1;
    end else begin
        latched_valid <= 0;
    end
end
always @(posedge clk or posedge rst) begin
    if (rst) begin
        raw_bit <= 1'b1;
        raw_bit_valid <= 0;
        bit_cnt <= 0;
        tx_done <= 0;
        arbitration_lost <= 0;
        state <= IDLE;
    end else if(bit_start) begin
        if (abort && state != IDLE) begin
            tx_done <= 1'b1;       
            state <= IDLE;         
            bit_cnt <= 0;
            raw_bit_valid <= 0;
    end else begin
        case (state)
            IDLE: begin
                tx_done <= 0;
                if (tx_started) begin
                    state <= SOF;
                end else begin
                    state <= IDLE;
                end
                bit_cnt <= 0;              
            end
            SOF: begin                
                raw_bit <= 1'b0;           
                raw_bit_valid <= 1'b1;     
                state <= ARBITRATION;                
            end
            ARBITRATION: begin
                if(!stuffing_busy) begin
                    raw_bit_valid <= 1;
                    if(ide) begin
                        case (bit_cnt)
                            0  : raw_bit <= id[28];
                            1  : raw_bit <= id[27];
                            2  : raw_bit <= id[26];
                            3  : raw_bit <= id[25];
                            4  : raw_bit <= id[24];
                            5  : raw_bit <= id[23];
                            6  : raw_bit <= id[22];
                            7  : raw_bit <= id[21];
                            8  : raw_bit <= id[20];
                            9  : raw_bit <= id[19];
                            10 : raw_bit <= id[18];
                            11 : raw_bit <= 1'b1;      
                            12 : raw_bit <= 1'b1;      
                        endcase
                        if (bit_cnt == 12) begin
                            bit_cnt <= 0;
                            state <= ARBITRATION_EXT;
                        end else begin
                            bit_cnt <= bit_cnt + 1;
                        end
                      end else begin
                            case (bit_cnt)
                                  0  : raw_bit <= id[10];
                                  1  : raw_bit <= id[9];
                                  2  : raw_bit <= id[8];
                                  3  : raw_bit <= id[7];
                                  4  : raw_bit <= id[6];
                                  5  : raw_bit <= id[5];
                                  6  : raw_bit <= id[4];
                                  7  : raw_bit <= id[3];
                                  8  : raw_bit <= id[2];
                                  9  : raw_bit <= id[1];
                                  10 : raw_bit <= id[0];
                                  11 : raw_bit <= rtr;
                                  12 : raw_bit <= 1'b0;  
                                  default: raw_bit <= 1'b0;
                              endcase
                               if (bit_cnt == 12) begin
                                   bit_cnt <= 0;
                                   state <= CONTROL;
                               end else
                                   bit_cnt <= bit_cnt + 1;
                            end
                           if (latched_valid && latched_raw_bit == 1'b1 && rx_sampled == 1'b0) begin   
                                arbitration_lost <= 1'b1;
                                retry_pending <= 1'b1;
                                state <= INTERMISSION;
                                intermission_cnt <= 2'd0;
                            end
                end           
            end
           ARBITRATION_EXT: begin
               if(!stuffing_busy) begin
                    raw_bit_valid <= 1;
                    case (bit_cnt)
                        0  : raw_bit <= id[17];
                        1  : raw_bit <= id[16];
                        2  : raw_bit <= id[15];
                        3  : raw_bit <= id[14];
                        4  : raw_bit <= id[13];
                        5  : raw_bit <= id[12];
                        6  : raw_bit <= id[11];
                        7  : raw_bit <= id[10];
                        8  : raw_bit <= id[9];
                        9  : raw_bit <= id[8];
                        10 : raw_bit <= id[7];
                        11 : raw_bit <= id[6];
                        12 : raw_bit <= id[5];
                        13 : raw_bit <= id[4];
                        14 : raw_bit <= id[3];
                        15 : raw_bit <= id[2];
                        16 : raw_bit <= id[1];
                        17 : raw_bit <= id[0];
                        18 : raw_bit <= rtr;
                        default: raw_bit <= 1'b0;
                    endcase                
                    if (bit_cnt == 18) begin
                        bit_cnt <= 0;
                        state <= CONTROL;
                    end else
                        bit_cnt <= bit_cnt + 1;
                end
            end
            CONTROL: begin
                if(!stuffing_busy) begin
                    raw_bit_valid <= 1;
                    if (ide) begin
                        case (bit_cnt)
                            0: raw_bit <= 1'b0;             
                            1: raw_bit <= 1'b0;             
                            2: raw_bit <= dlc[3];       
                            3: raw_bit <= dlc[2];       
                            4: raw_bit <= dlc[1];       
                            5: raw_bit <= dlc[0];       
                            default: raw_bit <= 1'b0;
                        endcase
                        if (bit_cnt == 5) begin
                            state <= ((dlc) == 0 || rtr) ? CRC : DATA;
                            bit_cnt <= 0;
                        end else
                             bit_cnt <= bit_cnt + 1;
                    end else begin
                        case (bit_cnt)
                            0: raw_bit <= 1'b0;             
                            1: raw_bit <= dlc[3];       
                            2: raw_bit <= dlc[2];       
                            3: raw_bit <= dlc[1];       
                            4: raw_bit <= dlc[0];       
                            default: raw_bit <= 1'b0;
                        endcase
                        if (bit_cnt == 4) begin
                            state <= ((dlc) == 0 || rtr) ? CRC : DATA;
                            bit_cnt <= 0;
                        end else
                            bit_cnt <= bit_cnt + 1;
                    end
                end
            end
            DATA: begin
                if(!stuffing_busy) begin
                    raw_bit_valid <= 1;
                    raw_bit <= data[63 - bit_cnt];
                    if (bit_cnt == (dlc * 8 - 1)) begin
                        bit_cnt <= 0;
                        state <= CRC;
                    end else
                        bit_cnt <= bit_cnt + 1;
                end
            end
            CRC: begin
                if(!stuffing_busy) begin
                    raw_bit_valid <= 1;
                    raw_bit <= crc_out[14 - bit_cnt];
                    if (bit_cnt == 14) begin
                        bit_cnt <= 0;
                        state <= CRC_DELIM;
                    end else
                        bit_cnt <= bit_cnt + 1;
                end
            end
            CRC_DELIM: begin
                if(!stuffing_busy) begin
                    raw_bit_valid <= 1;
                    raw_bit <= 1'b1;  
                    bit_cnt <= 0;
                    state <= ACK_SLOT;
                end
            end
            ACK_SLOT: begin
                if(!stuffing_busy) begin
                    raw_bit <= (ack_received) ? 1 : 0; raw_bit_valid <= 1;
                    if (rx_sampled != 0)
                        ack_error <= 1;
                    state <= ACK_DELIM;
                end
            end
            ACK_DELIM: begin
                if(!stuffing_busy) begin
                    raw_bit_valid <= 1;
                    raw_bit <= 1'b1;   
                    state <= EOF;
                    eof_cnt <= 0;
                end
            end
            EOF: begin
                if(!stuffing_busy) begin
                    raw_bit_valid <= 1;
                    raw_bit <= 1'b1;   
                    if (eof_cnt == 3'd6) begin
                        state <= IDLE;
                        eof_cnt <= 0;
                        tx_done <= 1;   
                    end else begin
                        eof_cnt <= eof_cnt + 1;
                        state <= EOF;
                    end
                end
            end
            INTERMISSION: begin
                if(!stuffing_busy) begin
                    raw_bit_valid <= 1;
                    raw_bit <= 1'b1;   
                    if (ifs_cnt == 2) begin
                        ifs_cnt <= 0;
                        if (retry_pending) begin
                            retry_pending <= 0;
                            state <= SOF;
                        end else begin
                            tx_done <= 1;
                            state <= IDLE;
                        end
                    end else begin
                        ifs_cnt <= ifs_cnt + 1;
                        state <= INTERMISSION;
                    end
                end
            end
            ERROR_FRAME: begin
                if(!stuffing_busy) begin
                    if (bit_cnt < 6)
                        raw_bit <= 0;
                    else if (bit_cnt < 14)
                        raw_bit <= 1;
                    else begin
                        bit_cnt <= 0;
                        state <= INTERMISSION;
                        error_frame_sent <= 1;
                    end
                    if (bit_cnt == 14)
                        bit_cnt <= 0;
                    else
                        bit_cnt <= bit_cnt + 1;
                end
            end
            default: begin
                raw_bit <= 1;
            end
        endcase
        if (state == IDLE || state == INTERMISSION) begin
            bit_error <= 0;
            form_error <= 0;
            ack_error <= 0;
            error_frame_sent <= 0;
        end
        if (state == INTERMISSION && bit_start)
            tx_done <= 1;
    end
    end
end
always @(posedge clk or posedge rst) begin
    if (rst)
        tx_bit <= 1;
    else if (bit_start && stuffed_bit_valid && tx_started)
        tx_bit <= stuffed_bit;
    else if(!tx_started)
        tx_bit <= 1;
end
always @(posedge clk)
    if (sample_point && state != ACK_SLOT && state != ACK_DELIM && state != EOF && state != INTERMISSION) begin
        if (tx_bit == 1'b0 && rx_sampled == 1'b1 || tx_bit == 1'b1 && rx_sampled == 1'b0) begin
            bit_error <= 1'b1;
        end else begin
            bit_error <= 1'b0;
        end
end
always @(posedge clk or posedge rst) begin
    if (rst)
        prev_tx_bit <= 1;
    else if (bit_start)
        prev_tx_bit <= tx_bit;
end
endmodule
`timescale 1ns / 1ps
module crc15 (
    input        clk,
    input        rst,
    input        data_in,
    input        data_valid,
    output reg [14:0] crc_out
);
    reg [14:0] crc;
    wire feedback;
    assign feedback = data_in ^ crc[14];
    always @(posedge clk or posedge rst) begin
        if (rst) begin
            crc <= 15'h0000;
        end else if (data_valid) begin
            crc[14] <= crc[13] ^ feedback;
            crc[13] <= crc[12];
            crc[12] <= crc[11];
            crc[11] <= crc[10];
            crc[10] <= crc[9] ^ feedback;
            crc[9]  <= crc[8];
            crc[8]  <= crc[7] ^ feedback;
            crc[7]  <= crc[6] ^ feedback;
            crc[6]  <= crc[5];
            crc[5]  <= crc[4];
            crc[4]  <= crc[3] ^ feedback;
            crc[3]  <= crc[2] ^ feedback;
            crc[2]  <= crc[1];
            crc[1]  <= crc[0];
            crc[0]  <= feedback;
        end
    end
    always @(*) begin
        crc_out = crc;
    end
endmodule
==> deck_impl_summary.md <==
Physical Implementation Snapshot

Status
  – Status: finished clean

CTS
  – CTS Sinks: 54
  – CTS tree: done
  – Total CTS buffers: 5
  – Clock Tree Root: clkbuf_8
  – Hold buffer count at CTS: 0
  – Post-CTS Setup Bufs: 0
  – Clock transition at path regs: 100 ps
  – Post-CTS Resized: 0
  – Max H-tree Level: 2
  – Worst skew pair latency: 310 ps
  – Clock Path Buffers: 2

Final layout
  – Most frequent cells in the layout: clkdlybuf4s50_1 (94), nand2_1 (44), dfrtp_1 (42), nand3_1 (35)
  – Design Area, Final: 5568 um2
  – Area occupied by registers: 1396 um2
  – Share of cells above drive strength 1: 0.1033
  – Most frequent logic cell in the layout: clkdlybuf4s50_1
  – MI comb area: 2796 um2
  – Fillers: approximately 1,000
  – Area growth syn-to-layout: 24.68%
  – Finished Layout Cells: 711

Drt
  – Vias per cell: 5.769
  – Met3 wire length: 517 um
  – Via Count: 4,102
  – DRT Wirelength: 12,010 um
  – # DRC: 0
  – Wl on met1: 5788 um
  – 1st-iter DRT viols: 206
  – Drt wl/cell: 16.89 um
  – Diodes inserted: 0
  – First-pass iteration count of the detailed router: 5
  – Antenna Violating Nets Remaining: 0
  – Top sig layer: met4
  – WL met2: approximately 5600 um

Yosys
  – Post-synthesis async set-or-reset flop share: 0.8519
  – Yosys warns: 23
  – Synth unique cells: ~77
  – Mapped cell area: approximately 4500 um2
  – Cells after Synth: 501
  – Post-synth seq share: 0.3127
  – Post-Syn Area per Cell: a little under 9 um2
  – Flip-flops with a built-in enable: 8
  – Top area contributor share: 0.2354
  – Yosys chip area: 4466 um2
  – Post-synth top flop: dfrtp_1
  – Seq cells post-synth: between 50 and 60
  – Area leader, netlist: dfrtp_1
  – Yosys stat cell total: 501
  – Top cells by area: dfrtp_1 (24%), mux4_2 (7.1%), edfxtp_1 (5.4%), mux2_2 (4.8%), ha_1 (4.5%)

Worst setup path
  – CP required: 6300 ps
  – CP peak stage delay: between 500 and 600 ps
  – CP arrival: 3690 ps
  – Critical Path Source Type: primary input
  – Setup CP Type: in2reg
  – Critical path peak fanout: 4
  – Max stage delay cell, worst path: clkdlybuf4s50_1
  – Top delay family on crit path: AND-OR/OR-AND gates
  – Crit end category: register
  – Worst-path cell chain: clkdlybuf4s50_1 > inv_1 > ha_1 > xnor2_1 > a221oi_1 > a21o_1 > nand3_1 > o31ai_2 > mux2_1
  – Critical path buffers and inverters: 2

STA
  – Slew Viols, Final: 0
  – Worst Max-Slew Pin Slew: between 700 and 800 ps
  – Max Fclk: 286.7 MHz
  – # setup viols final: 0
  – Clock skew: about 12 ps
  – Slew HR: 0.4981
  – Fin crit period: around 3500 ps
  – Setup TNS Final: 0 ps
  – RSZ-0062 raised after global routing: no
  – Final Hold Fails: 0
  – Final worst path period share: 0.5718

GRT
  – First-pass GRT wire length: ~20,000 um
  – Vias in the first global route: 3,899
  – Tot GR Track Use: 0.2243
  – Largest net degree at the start of global routing: 48
  – Initial antenna violation count: 0
  – Grt total ovfl: 0

Floorplan
  – Die height: 107.7 um
  – Boundary pin count: 98
  – # rows: 38
  – Fp_density: 0.4119
  – Die Wd: 107.7 um
  – Area of the core: 10,840 um2
  – Chip area: 11,590 um2

Power and ir drop
  – PD cells: 314.0 nW/um2
  – Worst VDD drop: between 0.2 and 0.25 mV
  – P_leak: 2.122 nW

Worst hold path
  – Worst Hold Class: reg2reg

Flow run
  – Tool warnings: 36
  – Max-cap violations: 0

Place
  – GP Congestion: 0.8812
  – Port buffer count: ~94
  – Inst Count DP: 703
  – Final HPWL DP: ~9000 um
  – Placed inst area: 5451 um2
## metal layers
| metal | GRT usage | vias up |
|---|---|---|
| li1 | - | 2007 |
| met1 | 0.3702 | 1976 |
| met2 | 0.3407 | 109 |
| met3 | 0.01914 | 10 |
| met4 | 0.02544 | 0 |
| met5 | 0 | - |
## final cells by class
cell class | count | share of cell area
Multi-Input combinational cell | 383 | 0.5022
Tap cell | 140 | 0.03146
Sequential cell | 54 | 0.2508
Clock inverter | 3 | 0.008539
Timing Repair Buffer | 100 | 0.1771
Inverter | 26 | 0.01753
Clock buffer | 5 | 0.01236
## cell usage after synthesis (8+ instances only)
library cell / number
nand3_1: 35
nand2b_1: 9
o22ai_1: 8
a21oi_1: 31
inv_1: 25
clkbuf_1: 19
nor2_1: 25
mux2_2: 19
mux2i_1: 11
nand2_1: 44
o21ai_0: 31
buf_2: 11
edfxtp_1: 8
nor3_1: 12
mux4_2: 14
ha_1: 16
dfrtp_1: 42
a31oi_1: 13
a22oi_1: 10
## through the flow
stage	power [mW]	utilization	hold WS, ps	setup WS, ps
final	1.748	0.5136	490.0	2612
after floorplan	1.240	-	405.7	2857
after CTS	1.752	0.5136	500.9	2627
after global routing	1.890	0.5136	510.0	2482
after global placement	1.481	0.5029	471.2	2357
after detailed placement	1.490	0.5029	476.0	2295
## state kept, by name, indices dropped and copies added, names as in the netlist, 2 cells and up
signal	cells
bit_cnt	6
bit_stuffing_inst.cnt	3
state	4
ifs_cnt	2
eof_cnt	3
crc_inst.crc	15
## worst reg2reg max path: stages (launching register included)
cell	delay, ps
dfrtp_1	340
buf_4	360
inv_1	240
ha_1	410
a22oi_1	220
a22oi_1	100
a2111oi_0	500
o311ai_0	240
nor4_1	390
a41oi_2	150
## where the power goes
part           leakage, nW  switching (mW)  internal, mW
Combinational         1.43           0.477         0.413
Sequential           0.634           0.115         0.487
Clock               0.0606           0.131         0.126
Total                 2.12           0.722          1.03
## logic make-up after synthesis
family          synth area share
compound gates            0.2135
xor+xnor                 0.02970
fa+ha+maj                0.04707
buf+inv                  0.06192
flops                     0.3127
mux                       0.1566
other cells            0.0008398
simple gates              0.1776
## final timing paths
| kind | cells past startpoint | from | to | slack [ps] |
|---|---|---|---|---|
| worst max-delay path | 9 | dlc[1] | state[3]$_DFFE_PP0P_ | 2610 |
| worst min-delay path | 1 | arbitration_lost$_DFFE_PP0P_ | arbitration_lost$_DFFE_PP0P_ | 490 |
| worst max register to register | 9 | bit_cnt[0]$_DFFE_PP0P_ | raw_bit$_DFFE_PP1P_ | 3060 |
| worst min register to register | 1 | arbitration_lost$_DFFE_PP0P_ | arbitration_lost$_DFFE_PP0P_ | 490 |
| max in group asynchronous | 3 | rst | bit_stuffing_inst.cnt[1]$_DFFE_PP0P_ | 4340 |
| min in group asynchronous | 3 | rst | raw_bit_valid$_DFFE_PP0P_ | 1370 |
Power figures rest on the tool's default switching activity, not on a simulated workload.
