$ cat ./design.v
module bit_timing (
    input        clk,
    input        rst,
    input [7:0]  brp,         
    input [3:0]  tseg1,       
    input [3:0]  tseg2,       
    input [3:0]  sjw,         
    output reg   sample_point,
    output reg   tq_pulse,
    output reg   bit_start    
);
    reg [7:0] tq_counter;
    reg [4:0] bit_time_cnt;   
    wire [4:0] total_tq = tseg1 + tseg2 + 1;   
    always @(posedge clk or posedge rst) begin
        if (rst) begin
            tq_counter    <= 0;
            bit_time_cnt  <= 0;
            sample_point  <= 0;
            tq_pulse      <= 0;
            bit_start     <= 0;
        end else begin
            if (tq_counter == brp) begin
                tq_counter <= 0;
                tq_pulse   <= 1;
                bit_start <= (bit_time_cnt == 0);
                sample_point <= (bit_time_cnt == tseg1);
                if (bit_time_cnt == total_tq - 1)
                    bit_time_cnt <= 0;
                else
                    bit_time_cnt <= bit_time_cnt + 1;
            end else begin
                tq_counter    <= tq_counter + 1;
                tq_pulse      <= 0;
                sample_point  <= 0;
                bit_start     <= 0;
            end
        end
    end
endmodule
$ cat ./run.sh
#!/bin/bash
# OpenROAD 26Q1-2900-gdf79404cd8, Yosys 0.63+post, stock flow scripts
make -C /OpenROAD-flow-scripts/flow DESIGN_CONFIG=/design/flow/config.mk WORK_HOME=/design/flow/orfs finish
$ cat ./config.mk
export PLATFORM = sky130hd
export DESIGN_NAME = bit_timing
export DESIGN_NICKNAME = bit_timing
export VERILOG_FILES = /design/flow/design.v
export SDC_FILE = /design/flow/constraint.sdc
export NUM_CORES = 4
export LEC_CHECK = 1
export CORE_AREA = 10 10 85 85
export DIE_AREA = 0 0 95 95
$ cat ./constraint.sdc
current_design bit_timing

set clk_period 2.5
set clk_io_pct 0.2

create_clock -name clk0 -period $clk_period [get_ports {clk}]

set non_clock_inputs [all_inputs -no_clocks]
set_input_delay [expr $clk_period * $clk_io_pct] -clock clk0 $non_clock_inputs
set_output_delay [expr $clk_period * $clk_io_pct] -clock clk0 [all_outputs]
==> impl_metrics.csv <==
group,metric,value,unit
setup_path,crit_fanout,4,
synthesis,synth_flops,16,
synthesis,synth-xor-area-share,20.3,%
synthesis,async_flop_share,100,%
setup_path,crit_buf_inv,1,
setup_path,cp.required,2.64,ns
power,power_frac_clock,20.5,%
synthesis,ys_sh_simple,18.5,%
route,route.vias.total,806,
synthesis,top_logic_kind,"XOR/XNOR gates",
die,ioPinCount,25,
clocking,numCtsBuffers,3,
flow_run,warnings,31,
timing,setup_viol,0,
route,via_per_inst,4.01,
grt,grt_usage,4.67,%
synthesis,ys_seq_share,38.7,%
synthesis,syn_inst,102,
route,wl_per_cell,10.1,um
timing,fin_crit,2.39,ns
grt,met3_usage,0.240,%
power,swShare,36.1,%
power,p_seq_share,40.5,%
route,dr.pass1.iters,4,
finish,fin_cells,201,
synthesis,ys_area,1030,sq um
timing,whs,0.558,ns
clocking,clock_latency,0.24,ns
timing,post-route-worst-setup-slack,0.111,ns
place,hpwlAfterDp,1640,um
route,ant_nets,0,
timing,period_used_share,95.5,%
place,dp_cells,197,
grt,antenna_found_initial,0,
die,dieWidth,95,um
timing,slew_viol_final,0,
timing,rsz0062_at_grt,"true",
flow_run,max_cap_violations,0,
grt,grt_pass1_wl,3570,um
setup_path,cp_top_family,"adder cells",
place,port_buffers,20,
grt,grt_pass1_vias,886,
grt,use_met2,9.50,%
setup_path,cp.arrival,2.53,ns
grt,gr-total-overflow,0,
synthesis,synth-edff-count,0,
finish,drive_above_1_share,9.30,%
timing,finalHoldViolCount,0,
die,fp_util,18.9,%
clocking,cts_tree,"done",
power,p_total,1.09,mW
timing,finClkSkew,0.00127,ns
synthesis,ys_sh_mux,0.967,%
synthesis,flop_cell,"dfrtp_1",
finish,area_growth,35.6,%
setup_path,cp-end-kind,"register",
place,place_worst_setup_slack,-0.160,ns
setup_path,max_stage_delay,0.43,ns
setup_path,crit_type,"in2reg",
setup_path,start_kind,"input pin",
die,rows,27,
power,p_int,0.699,mW
clocking,cts_resized,0,
route,drtIter0Drc,19,
route,wirelength,2040,um
grt,grt_max_degree,17,
power,pwr-share-comb,39.0,%
clocking,cts_hold_buf,0,
clocking,postCtsSetupBuffers,0,
synthesis,yosys.area_share.aoi,7.86,%
finish,final_core_util,25.6,%
timing,worstMarginPinSlew,0.591,ns
clocking,cts_sinks,16,
grt,grt_use_met1,5.10,%
power,p_leak,0.577,nW
synthesis,ys_cells,102,
place,place_congestion,0.831,
timing,maxSlewHeadroom,60.6,%
setup_path,slowest_stage,"clkdlybuf4s50_1",
die,core_area,5470,sq um
die,die-area,9030,sq um
setup_path,crit_chain,"clkdlybuf4s50_1 > ha_1 > fa_1 > a21o_1 > a21oi_1 > xnor2_1 > nor2_1 > o311ai_1",
synthesis,yosysWarnings,1,
clocking,htreeDepth,1,
min_path,worstHoldPathType,"reg2reg",
status,status,"completed",
grt,busiest_layer,"met2",
timing,fmax,419,MHz
synthesis,syn_area_per_cell,10.1,sq um
synthesis,syn-cell-area,1030,sq um
route,drc_errors,0,
clocking,cts.clk_slew.worst_paths,0.06,ns
die,die_h,95,um
clocking,cts_buffer_depth,2,
power,powerDensity,780,nW/um^2
clocking,root_buffer,"clkbuf_8",
power,ir_drop,0.238,mV
route,n_antenna_cell,0,
synthesis,synthAdderAreaFrac,10.4,%
power,power.switching,0.395,mW
synthesis,ys_types,28,
-- stage by stage --
| stage | area [sq um] | TNS [ns] |
|---|---|---|
| CTS | 1400 | 0 |
| floorplan | 1030 | 0 |
| detailed placement | 1350 | -0.589 |
| finish | 1400 | 0 |
| global route | 1400 | -0.0144 |
| global placement | 1350 | -0.521 |
-- area by class of cell --
type	count	area [sq um]
Sequential cell	16	400
Tap cell	72	90.1
Multi-Input combinational cell	79	601
Timing Repair Buffer	25	238
Fill cell	585	4070
Inverter	5	18.8
Clock buffer	4	55.1
-- Yosys cell counts, drive strengths merged (3+ instances only) --
| cell | n | share of area, % |
|---|---|---|
| xnor2 | 14 | 12 |
| a21oi | 4 | 1.9 |
| inv | 5 | 1.8 |
| ha | 7 | 8.5 |
| nand4 | 3 | 3.0 |
| xor2 | 10 | 8.5 |
| nand3 | 8 | 3.9 |
| dfrtp | 16 | 39 |
| nor2 | 11 | 4.7 |
-- routing by layer --
layer / vias up / wire (um) / share of wire (%)
met1: 383 / 831 / 41
li1: 412 / - / -
met2: 9 / 1130 / 56
met3: 2 / 46 / 2.3
met4: 0 / 29 / 1.4
met5: - / 0 / 0
-- layout by cell type, fill, tap and decap left out, drive strengths merged --
| cell | netlist | layout |
|---|---|---|
| nand2 | 1 | 1 |
| nand3 | 8 | 8 |
| nor3 | 2 | 2 |
| buf | 2 | 5 |
| o21ai | 2 | 2 |
| clkbuf | 0 | 4 |
| dfrtp | 16 | 16 |
| a21oi | 4 | 4 |
| o2111ai | 1 | 1 |
| nor2 | 11 | 11 |
| xnor2 | 14 | 14 |
| nor2b | 1 | 1 |
| nor4 | 2 | 2 |
| nand4b | 1 | 1 |
| o311ai | 1 | 1 |
| xor2 | 10 | 10 |
| fa | 1 | 1 |
| nand4 | 3 | 3 |
| o211ai | 1 | 1 |
| clkdlybuf4s50 | 0 | 20 |
| mux2i | 1 | 1 |
| ha | 7 | 7 |
| a21o | 1 | 1 |
| and3 | 2 | 2 |
| inv | 5 | 5 |
| o22ai | 2 | 2 |
| a31oi | 1 | 1 |
| and4 | 2 | 2 |
-- state kept, by name (all words and copies together), names as in the netlist --
name	flops
bit_start	1
bit_time_cnt	5
tq_counter	8
tq_pulse	1
sample_point	1
-- worst register-to-register path: cells and delay by family, from the launching register on --
kind | cells | cell delay [ns]
and+or+nand+nor | 3 | 0.55
xor gates and xnor gates | 1 | 0.19
muxes | 1 | 0.21
DFF | 1 | 0.44
-- power groups by stage --
stage | clock (mW) | combinational [mW] | sequential (mW)
CTS | 0.234 | 0.429 | 0.443
global route | 0.249 | 0.496 | 0.455
finish | 0.224 | 0.426 | 0.443
-- cells by family (layout without fill, tap and decap cells) --
logic type	Yosys count	in the layout
compound gates	13	13
xor+xnor	24	24
fa+ha+maj	8	8
buf+inv	7	34
flops	16	16
mux	1	1
simple gates	33	33
-- worst paths after layout --
| kind | startpoint | endpoint | slack, ns | cells past startpoint |
|---|---|---|---|---|
| setup / recovery | tseg1[0] | bit_time_cnt[2]$_DFFE_PP0P_ | 0.11 | 8 |
| hold / removal | tq_counter[0]$_DFF_PP0_ | tq_counter[0]$_DFF_PP0_ | 0.56 | 1 |
| setup reg to reg | tq_counter[2]$_DFF_PP0_ | bit_time_cnt[4]$_DFFE_PP0P_ | 0.99 | 5 |
| hold reg to reg | tq_counter[0]$_DFF_PP0_ | tq_counter[0]$_DFF_PP0_ | 0.56 | 1 |
| max in group asynchronous | rst | tq_counter[0]$_DFF_PP0_ | 1.49 | 2 |
| min in group asynchronous | rst | bit_start$_DFF_PP0_ | 0.62 | 2 |
Power and IR drop assume default switching activity.
